**design.v**
```verilog
module DMA_regfile (clk,
		reset,		 
		pclken,		 
		psel,		 
		penable,	 
		paddr,		 
		pwrite,		 
		pwdata,		 
		prdata,		 
		pslverr,	 
		pready,		 
		buffer_count,
		int_count,
		rd_start_addr,	 
		wr_start_addr,	 
		buffer_size,
		set_int,
		cmd_last,
		next_addr,	 
		wr_ch_start);
	parameter			ADDR_BITS = 16;
	input				clk;
	input				reset;
	input				pclken;
	input				psel;
	input				penable;
	input [ADDR_BITS-1:0]	paddr;
	input				pwrite;
	input [31:0]		pwdata;
	output [31:0]		prdata;
	output				pslverr;
	output				pready;
	input [15:0]		buffer_count;
	input [15:0]		int_count;
	output [31:0]		rd_start_addr;
	output [31:0]		wr_start_addr;
	output [31:0]		buffer_size;
	output				set_int;
	output				cmd_last;
	output [27:0]		next_addr;
	output				wr_ch_start;
	wire			gpwrite;
	wire			gpread;
	reg [31:0]		prdata_pre;
	reg				pslverr_pre;
	reg [31:0]		prdata;
	reg				pslverr;
	reg				pready;
	wire			wr_reg0, wr_reg1, wr_reg2, wr_reg3, wr_reg4;
	reg [31:0]		rd_reg0, rd_reg1, rd_reg2, rd_reg3, rd_reg5;
	reg [31:0]		rd_start_addr;
	reg [31:0]		wr_start_addr;
	reg [31:0]		buffer_size;
	reg				set_int;
	reg				cmd_last;
	reg [27:0]		next_addr;
	reg				last_tick;
	wire			wr_ch_start;
	parameter		CONFIG0 = 'h0;		 
	parameter		CONFIG1 = 'h4;		 
	parameter		CONFIG2 = 'h8;		 
	parameter		CONFIG3 = 'hC;		 
	parameter		START	= 'h20;		 
	parameter		STATUS	= 'h30;		 
	assign			gpwrite	= psel & (~penable) & pwrite;
	assign			gpread	= psel & (~penable) & (~pwrite);
	assign			wr_reg0 = gpwrite & (paddr == CONFIG0);
	assign			wr_reg1 = gpwrite & (paddr == CONFIG1);
	assign			wr_reg2 = gpwrite & (paddr == CONFIG2);
	assign			wr_reg3 = gpwrite & (paddr == CONFIG3);
	assign			wr_reg4 = gpwrite & (paddr == START);
	always @(posedge clk or posedge reset)
		if (reset)
			begin
				rd_start_addr <= 32'd0;	 
			end
		else if (wr_reg0)
			begin
				rd_start_addr <= pwdata[31:0];
			end
	always @(posedge clk or posedge reset)
		if (reset)
			begin
				wr_start_addr <= 32'd0;	 
			end
		else if (wr_reg1)
			begin
				wr_start_addr <= pwdata[31:0];
			end
	always @(posedge clk or posedge reset)
		if (reset)
			begin
				buffer_size <= 32'd0;	 
			end
		else if (wr_reg2)
			begin
				buffer_size <= pwdata[31:0];
			end
	always @(posedge clk or posedge reset)
		if (reset)
			begin
				set_int		<=  1'd0;	 
				cmd_last	<=  1'd1;	 
				next_addr	<=  28'd0;	 
			end
		else if (wr_reg3)
			begin
				set_int		<=  pwdata[0:0];
				cmd_last	<=  pwdata[1:1];
				next_addr	<=  pwdata[31:4];
			end
	assign  wr_ch_start = {1{wr_reg4}} & pwdata[0:0];
	always @(*)
		begin
			rd_reg0  = {32{1'b0}};
			rd_reg1  = {32{1'b0}};
			rd_reg2  = {32{1'b0}};
			rd_reg3  = {32{1'b0}};
			rd_reg5  = {32{1'b0}};
			rd_reg0[31:0]	= rd_start_addr;	 
			rd_reg1[31:0]	= wr_start_addr;	 
			rd_reg2[31:0]	= buffer_size;		 
			rd_reg3[0:0]	= set_int;		 
			rd_reg3[1:1]	= cmd_last;		 
			rd_reg3[31:4]	= next_addr;		 
			rd_reg5[15:0]	= buffer_count;		 
			rd_reg5[31:16]	= int_count;		 
		end
	always @(*)
		begin
			prdata_pre  = {32{1'b0}};
			case (paddr)
				CONFIG0	: prdata_pre = rd_reg0;
				CONFIG1	: prdata_pre = rd_reg1;
				CONFIG2	: prdata_pre = rd_reg2;
				CONFIG3	: prdata_pre = rd_reg3;
				STATUS	: prdata_pre = rd_reg5;
				default	: prdata_pre = {32{1'b0}};
			endcase
		end
	always @(paddr or gpread or gpwrite or psel)
		begin
			pslverr_pre = 1'b0;
			case (paddr)
				CONFIG0	: pslverr_pre = 1'b0;		 
				CONFIG1	: pslverr_pre = 1'b0;		 
				CONFIG2	: pslverr_pre = 1'b0;		 
				CONFIG3	: pslverr_pre = 1'b0;		 
				STATUS	: pslverr_pre = gpwrite;	 
				START	: pslverr_pre = gpread;		 
				default	: pslverr_pre = psel;		 
			endcase
		end
	always @(posedge clk or posedge reset)
		if (reset)
			prdata <=  {32{1'b0}};
		else if (gpread & pclken)
			prdata <=  prdata_pre;
		else if (pclken)
			prdata <=  {32{1'b0}};
	always @(posedge clk or posedge reset)
		if (reset)
			begin
				pslverr	<=  1'b0;
				pready	<=  1'b0;
			end
		else if ((gpread | gpwrite) & pclken)
			begin
				pslverr	<=  pslverr_pre;
			end
		else if (pclken)
			begin
				pslverr	<=  1'b0;
			end
	always @(posedge clk)
		pready <= pclken;
endmodule
```
**run.sh**
```bash
#!/bin/bash
# OpenROAD 26Q1-2900-gdf79404cd8, Yosys 0.63+post, stock flow scripts
make -C /OpenROAD-flow-scripts/flow DESIGN_CONFIG=/design/flow/config.mk WORK_HOME=/design/flow/orfs finish
```
**config.mk**
```make
export PLATFORM = sky130hd
export DESIGN_NAME = DMA_regfile
export DESIGN_NICKNAME = DMA_regfile
export VERILOG_FILES = /design/flow/design.v
export SDC_FILE = /design/flow/constraint.sdc
export NUM_CORES = 4
export LEC_CHECK = 1
export CORE_UTILIZATION = 40
```
**constraint.sdc**
```tcl
current_design DMA_regfile

set clk_period 3.5
set clk_io_pct 0.2

create_clock -name clk0 -period $clk_period [get_ports {clk}]

set non_clock_inputs [all_inputs -no_clocks]
set_input_delay [expr $clk_period * $clk_io_pct] -clock clk0 $non_clock_inputs
set_output_delay [expr $clk_period * $clk_io_pct] -clock clk0 [all_outputs]
```
==> results.py <==
# Auto-generated metrics
metrics = {
    "outcome": {
        "status": "finished, final reports clean",
    },
    "power_and_ir_drop": {
        "p_total_uw": 3910,
        "clkPwrFrac_pct": 47.4,
        "p_comb_share_pct": 5.5,
        "ir_worst_vdd_v": 0.000338,
        "p_leak_uw": 0.00462,
        "power.density_mw_per_mm2": 373,
        "switching_power_uw": 825,
        "p_sw_share_pct": 21.1,
        "intPower_uw": 3080,
        "power_frac_seq_pct": 47.1,
    },
    "cells_and_area": {
        "drive_above_1_share_pct": 31.6,
        "nFillCells": 1332,
        "final_cells": 934,
        "area_growth_pct": 46.0,
    },
    "clock_network": {
        "hold_buffers": 0,
        "cts_setup_buffers": 0,
        "cts_sinks": 159,
        "cts.htree.levels": 4,
        "numCtsBuffers": 17,
        "clockBufferDepth": 2,
        "clock_latency_ps": 410,
        "tritoncts": "built",
        "clkTransAtPathRegs_ps": 60,
        "post_cts_resize_count": 0,
        "root_buffer": "clkbuf_16",
    },
    "global_routing": {
        "grt_pass1_vias": 5372,
        "antenna_found_initial": 0,
        "grt_max_degree": 126,
        "grtUsageMet1_pct": 36.4,
        "use_met3_pct": 6.95,
        "busiest_layer": "met2",
        "grt_overflow": 0,
        "grt_pass1_wl_um": 32000,
        "use_met2_pct": 39.0,
        "grt_usage_pct": 24.4,
    },
    "critical_path": {
        "crit_top_cell": "clkdlybuf4s50_1",
        "crit_slowest_cell": "or4_4",
        "setup.worst_path.end_class": "output port",
        "path_cells": "clkdlybuf4s50_1 > or4_4 > nor4_1 > clkdlybuf4s50_1",
        "worstPathRequired_ps": 2800,
        "max_stage_delay_ps": 580,
        "path_max_fanout": 4,
        "cp_num_buf_inv": 2,
        "path_class": "input port to output port",
        "critPathLaunchType": "input port",
        "critical_path_arrival_ps": 2540,
        "crit_family": "buffers and inverters",
        "rrSetupSlack_ps": 2050,
    },
    "sta": {
        "finalSetupViolCount": 0,
        "fin_crit_sh_pct": 92.6,
        "fin_ws_ps": 258,
        "slew_viol_final": 0,
        "period_needed_ps": 3240,
        "slew_headroom_pct": 54.3,
        "finClkSkew_ps": 5.33,
        "rsz0062_at_grt": "false",
        "setup_tns_ps": 0,
        "max_freq_mhz": 308,
        "holdWs_ps": 497,
        "hold_viol_final": 0,
        "worst_pin_slew_ps": 686,
    },
    "routing": {
        "route.detailed.drc": 0,
        "antenna_cells": 0,
        "first_pass_iters": 6,
        "ant_nets": 0,
        "vias": 5066,
        "wirelength_um": 20900,
        "wire_per_inst_um": 22.4,
        "vias_per_cell": 5.42,
        "initialDrtViolationCount": 224,
    },
    "logic_synthesis": {
        "ys.flops": 159,
        "synth_cells": 450,
        "postSynthSeqShare_pct": 55.4,
        "area_leaders": "dfrtp_1 (55%), mux2_2 (18%), mux4_2 (9.4%), a221o_1 (4.5%), nor3b_2 (3.1%)",
        "yosysWarnings": 3,
        "synth_cell_types": 39,
        "avgSynthCellArea_um2": 16.0,
        "synth_top_area_share_pct": 55.0,
        "largest_area_cell": "dfrtp_1",
        "syn_area_mm2": 0.00718,
        "yosysChipArea_mm2": 0.00718,
        "ys_cells": 450,
    },
    "worst_hold_path": {
        "hold_class": "register to register",
    },
    "placed_design": {
        "hpwl_um": 14100,
        "dp.cells": 904,
        "numPortBuffers": 245,
        "gp_congestion": 0.808,
        "dp_slack_ps": 258,
    },
    "floorplanning": {
        "die_h_um": 136,
        "std_cell_rows": 48,
        "fp.dieW_um": 136,
        "fp-utilization_pct": 41.2,
        "coreArea_mm2": 0.0174,
        "die_area_mm2": 0.0185,
        "io_pins": 247,
    },
    "job": {
        "tool_warnings": 27,
        "drv_cap": 0,
    },
}
## power groups by stage
stage / sequential, µW / combinational, µW / clock, µW
after CTS: 1840 / 222 / 1900
after global routing: 1840 / 236 / 1960
final: 1840 / 216 / 1850
## final cells by class
cell class	instances	area, µm²	area share, %
Clock inverter	10	139	1.32
Inverter	2	11.3	0.107
Sequential cell	159	3980	38.0
Clock buffer	20	447	4.26
Tap cell	225	282	2.69
Timing Repair Buffer	265	2620	25.0
Multi-Input combinational cell	253	3010	28.7
## state kept, by name, summed over array words and instances, names as in the netlist
name,cells
buffer_size,32
wr_start_addr,32
pslverr,1
set_int,1
cmd_last,1
prdata,32
next_addr,28
rd_start_addr,32
## metal layers
metal / part of all wire [%] / wire [µm]
met2: 50 / 10500
met1: 42 / 8750
met4: 0.61 / 127
met3: 7.4 / 1560
met5: 0 / 0
## placed cells by master, fill, tap and decap left out, types with 2 or more instances in the layout
master / synthesis / routed
buf_12: 0 / 2
mux4_2: 30 / 30
a221o_1: 32 / 32
nor3b_1: 12 / 12
mux2_1: 11 / 11
or4_4: 2 / 2
a2bb2oi_1: 2 / 2
bufinv_16: 0 / 3
buf_2: 13 / 2
clkinvlp_4: 0 / 5
nor3b_2: 18 / 18
nor3_1: 2 / 2
nand2_1: 4 / 3
mux2i_1: 2 / 2
clkbuf_16: 0 / 17
nor2b_1: 2 / 2
clkinv_2: 0 / 2
nor4_1: 2 / 2
mux2_2: 115 / 115
clkdlybuf4s50_1: 0 / 243
clkbuf_1: 9 / 2
dfrtp_1: 158 / 158
buf_4: 8 / 18
## cell usage after synthesis (all sizes together)
library cell / count
o2bb2ai: 1
nor2b: 2
inv: 2
a221o: 32
a21boi: 1
dfstp: 1
buf: 26
nand3: 2
nand4b: 1
mux2i: 2
nand2b: 1
dfrtp: 158
nor3: 3
mux2: 126
o31ai: 1
nor4: 3
nor2: 1
and3: 2
clkbuf: 10
nor3b: 30
nand2: 4
nand4: 1
or4: 3
or3b: 1
and4b: 1
nor4bb: 1
a2bb2oi: 2
mux4: 30
a211oi: 1
conb: 1
## worst paths after layout
| kind | to | cells past startpoint | startpoint |
|---|---|---|---|
| min in group asynchronous | next_addr[2]$_DFFE_PP0P_ | 3 | reset |
| worst max-delay path | wr_ch_start | 4 | paddr[11] |
| worst max register to register | prdata[27]$_DFFE_PP0P_ | 3 | next_addr[23]$_DFFE_PP0P_ |
| worst min register to register | pslverr$_DFFE_PP0P_ | 1 | pslverr$_DFFE_PP0P_ |
| worst min-delay path | pslverr$_DFFE_PP0P_ | 1 | pslverr$_DFFE_PP0P_ |
| max in group asynchronous | next_addr[14]$_DFFE_PP0P_ | 3 | reset |
## per-stage QoR
| step | utilization (%) | instance area [µm²] |
|---|---|---|
| finish | 60.2 | 10500 |
| global route | 60.2 | 10500 |
| detailed placement | 56.8 | 9900 |
| CTS | 60.2 | 10500 |
| global placement | 56.8 | 9900 |
| floorplan | - | 7190 |
## worst register-to-register path, delay by kind of cell (launching register included)
family	cells	cell delay [ps]
mux	1	510
flops	1	390
compound gates	1	270
simple gates	1	170
## cells by family (layout without fill, tap and decap cells)
kind of cell	count (synthesis)	count (layout)	synth area share (%)
DFF	159	159	55.4
other	1	1	0.0522
muxes	158	158	29.4
AOI/OAI and AO/OA	38	38	5.14
and+or+nand+nor	56	56	7.00
buffers and inverters	38	297	2.96
Power and IR drop assume default switching activity.
